==> /design/flow/design.v <==
module Decode_to_Execute_Register #(
parameter ALU_Control_width = 3 ,
          Rs_width = 5 ,
          Rt_width = 5 ,
          Rd_width = 5 ,
          WIDTH = 32 ,
          SignImm_width = 32 
) (
input wire                              CLK, RST, CLR,
input wire                              MemWriteD,
input wire                              MemtoRegD,
input wire  [ALU_Control_width-1:0]     ALUControlD,
input wire                              ALUSrcD,
input wire                              RegWriteD,
input wire                              RegDstD,
input wire  [WIDTH-1:0]                 RD1_D, RD2_D,
input wire  [Rs_width-1:0]              RsD, 
input wire  [Rt_width-1:0]              RtD,
input wire  [Rd_width-1:0]              RdD,
input wire  [SignImm_width-1:0]         SignImmD,
output reg  [ALU_Control_width-1:0]     ALUControlE,
output reg                              RegWriteE, 
output reg                              MemtoRegE,
output reg                              MemWriteE,
output reg                              RegDstE,
output reg                              ALUSrcE,
output reg  [WIDTH-1:0]                 RD1_E, RD2_E,
output reg  [Rs_width-1:0]              RsE,
output reg  [Rt_width-1:0]              RtE,
output reg  [Rd_width-1:0]              RdE,
output reg  [SignImm_width-1:0]         SignImmE
);
reg  [ALU_Control_width+5+2*WIDTH+Rs_width+Rt_width+Rd_width+SignImm_width-1:0]    OUT_s;
wire [ALU_Control_width+5+2*WIDTH+Rs_width+Rt_width+Rd_width+SignImm_width-1:0]    IN_s;
assign  {ALUControlE, RegWriteE, MemtoRegE, MemWriteE, RegDstE, ALUSrcE, RD1_E, RD2_E, RsE, RtE, RdE, SignImmE} = OUT_s ;
assign  IN_s = {ALUControlD, RegWriteD, MemtoRegD, MemWriteD, RegDstD, ALUSrcD, RD1_D, RD2_D, RsD, RtD, RdD, SignImmD} ;
always @(posedge CLK or negedge RST) begin
   if (!RST) begin
    OUT_s <= 'd0;
   end else if (CLR) begin
    OUT_s <= 'd0;
   end else begin
    OUT_s <= IN_s;
   end
end
endmodule
==> /design/flow/run.sh <==
#!/bin/bash
# OpenROAD 26Q1-2900-gdf79404cd8, Yosys 0.63+post, stock flow scripts
make -C /OpenROAD-flow-scripts/flow DESIGN_CONFIG=/design/flow/config.mk WORK_HOME=/design/flow/orfs finish
==> /design/flow/config.mk <==
export PLATFORM = sky130hd
export DESIGN_NAME = Decode_to_Execute_Register
export DESIGN_NICKNAME = Decode_to_Execute_Register
export VERILOG_FILES = /design/flow/design.v
export SDC_FILE = /design/flow/constraint.sdc
export NUM_CORES = 4
export LEC_CHECK = 1
export CORE_AREA = 10 10 160 160
export DIE_AREA = 0 0 170 170
==> /design/flow/constraint.sdc <==
current_design Decode_to_Execute_Register

set clk_period 1.0
set clk_io_pct 0.2

create_clock -name clk0 -period $clk_period [get_ports {CLK}]

set non_clock_inputs [all_inputs -no_clocks]
set_input_delay [expr $clk_period * $clk_io_pct] -clock clk0 $non_clock_inputs
set_output_delay [expr $clk_period * $clk_io_pct] -clock clk0 [all_outputs]
==> flow_summary.yaml <==
# synthesis and place-and-route metrics
final_timing:
  finalClockPeriodUsage_pct: 117
  final.setup.worst_slack_ns: -0.174
  slew_headroom_pct: 65.6
  rsz0062_at_grt: "yes"
  period_needed_ns: 1.17
  hold_ws_ns: 0.211
  fmax_ghz: 0.851
  hold_violations: 0
  finalSetupViolations: 119
  tightest_slew_ns: 0.514
  slew_viol_final: 0
flow_run:
  warnings: 27
  drv_cap: 0
logic_synthesis:
  yosys.stat.seqShare_pct: 78.0
  synth_area_per_cell_um2: 15.2
  ys_cells: 251
  syn_inst: 251
  yosysWarnings: 1
  synth_flops: 119
  ys_area_mm2: 0.00382
  mappedNetlistArea_mm2: 0.00382
  synth.distinct_cells: 5
hold_path:
  hp-class: "input pin to register"
  hp-start: "CLR"
  holdPathEnd: "OUT_s[9]"
  holdPathStages: 3
critical_path:
  required_ns: 0.80
  crit_chain: "buf_2"
  crit_path_max_incr_delay_ns: 0.44
  worstPathMaxFanout: 1
  critPathArrivalTime_ns: 0.97
  worstSetupEndpointType: "output pin"
  critPathLaunchType: "register"
  path_delay_family: "flip-flops"
  worst-path-buf-inv: 1
  worstSetupPathType: "register to output pin"
  cpMaxStageDelayCell: "dfrtp_2"
die:
  die_h_um: 170
  die_area_mm2: 0.0289
  die-width_um: 170
  fp_util_pct: 17.4
  core_area_mm2: 0.0220
  io_pins: 241
  rows: 54
global_route:
  grt_max_degree: 58
  overflow: 0
  track_usage_pct: 8.69
  grt_pass1_vias: 3077
  grt_first_pass_wirelength_mm: 19.1
  antenna_found_initial: 0
route:
  drtIter0Drc: 79
  via_per_inst: 3.42
  drc: 0
  diodes: 0
  vias: 2729
  drt_pre_antenna_iters: 2
  antenna_left: 0
  wirelength_mm: 12.6
  avgRoutedWirePerCell_um: 15.8
clock_tree:
  htreeDepth: 4
  cts_tree: "yes"
  cts_buffers: 17
  clockBufferDepth: 2
  clock_sinks: 119
  path_clk_slew_ns: 0.05
  post-cts-setup-buffers: 0
  cts-root-buf: "clkbuf_16"
power_and_ir_drop:
  powerDensity_mw_per_mm2: 1870
  power_leakage_uw: 0.00320
  power.total_uw: 12400
  peakVddDrop_mv: 0.921
place:
  place_ws_ns: -0.150
  portBuffers: 240
  gp_congestion: 0.794
  dpl.hpwl_mm: 9.84
layout:
  top_regs: "OUT_s: 119 flops"
  drive_gt1_share_pct: 30.6
  syn_to_final_growth_pct: 73.2
  fillCellCount: 2220
  largest_register: "OUT_s"
  final_util_pct: 30.1
  largest_reg_flops: 119
run_status:
  failed_checks: "setup timing"
  status: "finished, violations left"
[report_power, final]
group / internal [µW] / switching, µW
clock: 4090 / 2070
sequential: 5060 / 59.7
combinational: 728 / 351
total: 9880 / 2480
[timing repair]
action                                  CTS  global route
endpoints found under the setup margin  119           231
hold buffers                              1             1
cloned                                    0             0
endpoints found under the hold margin   119           119
resized                                 387             0
[metal layers]
metal | part of all wire (%) | vias up | track usage [%] | wire length (µm)
met5 | 0 | - | 0 | 0
li1 | - | 1266 | - | -
met2 | 48 | 152 | 14.0 | 6020
met3 | 13 | 10 | 5.01 | 1580
met4 | 0.89 | 0 | 0.877 | 112
met1 | 39 | 1301 | 10.2 | 4930
[how the worst max path moves through the flow]
stage / startpoint / endpoint / cells after the start
after CTS: OUT_s[9] / SignImmE[9] / 1
after global routing: OUT_s[11] / SignImmE[11] / 1
final: OUT_s[9] / SignImmE[9] / 1
[kinds of logic after synthesis]
kind of cell | share of synthesized area (%)
buf+inv | 2.46
flops | 78.0
simple gates | 19.5
[metrics by stage]
step	std cells	setup TNS [ns]	area, µm²
floorplan	251	0	3820
global placement	766	-0.520	6590
detailed placement	766	-0.509	6590
CTS	799	-12.33	6610
global route	799	-21.17	6610
finish	799	-8.13	6610
[cell usage after synthesis]
cell type    n  area [µm²]
dfrtp_1    119        2980
nor2b_1    119         744
buf_2        3        15.0
buf_6        1        11.3
buf_4        9        67.6
[cell usage in the layout, fill, tap and decap left out, drive strengths merged]
| cell type | count |
|---|---|
| bufinv | 3 |
| clkinvlp | 1 |
| dlygate4sd3 | 1 |
| clkbuf | 23 |
| clkinv | 5 |
| nor2b | 119 |
| buf | 129 |
| dfrtp | 119 |
| clkdlybuf4s50 | 119 |
[area by class of cell]
cell class / count / area [µm²] / area share [%]
Multi-Input combinational cell: 119 / 744 / 11.3
Clock inverter: 9 / 123 / 1.86
Timing Repair Buffer: 249 / 1930 / 29.3
Clock buffer: 23 / 478 / 7.23
Tap cell: 280 / 350 / 5.30
Sequential cell: 119 / 2980 / 45.1
