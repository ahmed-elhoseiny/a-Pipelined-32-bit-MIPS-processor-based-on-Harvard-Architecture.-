==> design/flow/design.v <==
module Register_File #(
parameter WIDTH = 32 ,
          DEPTH = 100 , 
          REG_ADDR= 5
) ( 
input	wire	[REG_ADDR-1:0]		A1,
input	wire	[REG_ADDR-1:0]		A2,
input	wire	[REG_ADDR-1:0]		A3,
input	wire						WE3,
input	wire	[WIDTH-1:0]			WD3,
input   wire                        CLK,RST,
output  wire    [WIDTH-1:0]         RD1,RD2
);
reg     [WIDTH-1:0]     Reg_File    [0:DEPTH-1];
integer j;
always @(posedge CLK or negedge RST ) 
begin
    if (!RST) 
    begin
        for (j=0 ; j<=(DEPTH-1) ; j=j+1 ) 
        begin
            Reg_File[j] <= 'b0 ;
        end
    end else if (WE3) 
    begin
        Reg_File[A3] <= WD3 ;
    end
end
assign RD1 = Reg_File[A1] ;
assign RD2 = Reg_File[A2] ;
endmodule
==> design/flow/run.sh <==
#!/bin/bash
# OpenROAD 26Q1-2900-gdf79404cd8, Yosys 0.63+post, stock flow scripts
make -C /OpenROAD-flow-scripts/flow DESIGN_CONFIG=/design/flow/config.mk WORK_HOME=/design/flow/orfs finish
==> design/flow/config.mk <==
export PLATFORM = sky130hd
export DESIGN_NAME = Register_File
export DESIGN_NICKNAME = Register_File
export VERILOG_FILES = /design/flow/design.v
export SDC_FILE = /design/flow/constraint.sdc
export NUM_CORES = 4
export LEC_CHECK = 1
export CORE_UTILIZATION = 30
==> design/flow/constraint.sdc <==
current_design Register_File

set clk_period 9.3
set clk_io_pct 0.2

create_clock -name clk0 -period $clk_period [get_ports {CLK}]

set non_clock_inputs [all_inputs -no_clocks]
set_input_delay [expr $clk_period * $clk_io_pct] -clock clk0 $non_clock_inputs
set_output_delay [expr $clk_period * $clk_io_pct] -clock clk0 [all_outputs]
==> results_dict.tcl <==
# metrics dict for downstream scripts
set metrics [dict create \
    wl_um 294000 \
    post_cts_buffers 0 \
    clockPowerShare 0.367 \
    via_count 46800 \
    syn_to_final_growth_pct 17.2 \
    insertion_delay_ns 0.78 \
    synth_cell_types 75 \
    grt_first_pass_wirelength_um 397000 \
    holdBufCountCts 0 \
    io_buffers 113 \
    fin_worst_skew_ns 0 \
    grt_max_degree 120 \
    drc_errors 0 \
    preCtsSetupSlack_ns 1.56 \
    cts_max_level 3 \
    tritoncts "yes" \
    viasPerCell 6.72 \
    met2_usage 0.459 \
    fmax_mhz 122 \
    cp-start-kind "primary input" \
    p_leak_nw 26.0 \
    relSlewSlack -0.0275 \
    max_stage_delay_ns 1.28 \
    critPathRequiredTime_ns 7.44 \
    max_cap_violations 1 \
    coreArea_um2 172000 \
    cp_max_fo 21 \
    setup_violations 0 \
    gr-usage-all-layers 0.343 \
    die_h_um 418 \
    firstDrtPassIters 10 \
    cts_buffers 112 \
    synth_warnings 2 \
    ys_area_um2 52000 \
    status "finished, violations left" \
    cts_max_path_buffers 3 \
    fin_tns_setup_ns 0 \
    largest_reg_flops 1024 \
    hold_ws_ns 0.519 \
    totalPowerFinal_mw 13.0 \
    intPower_mw 9.10 \
    syn_inst 4451 \
    mostFrequentLayoutCell "mux2_2" \
    placed_cell_area_um2 57000 \
    top_register "Reg_File" \
    drt_iter0_markers 6765 \
    grt_setup_unrepaired "no" \
    async_reset_ff_frac 1.00 \
    numSynthFlops 1024 \
    wire_per_inst_um 42.2 \
    core_util_floorplan 0.303 \
    tool_warnings 50 \
    irDropWorstVdd_v 0.000150 \
    worstHoldPathType "flip-flop to flip-flop" \
    crit_arrival_ns 6.35 \
    syn_avg_cell_area_um2 11.7 \
    crit_type "primary input to output port" \
    violations "max-capacitance violations, max-slew violations" \
    worst_pin_slew_ns 1.50 \
    p_per_area_nw_per_um2 214 \
    dp_hpwl_um 188000 \
    clkTransAtPathRegs_ns 0.06 \
    mostFrequentLayoutCells "mux2_2 (1038), dfrtp_1 (1024), a22oi_1 (702)" \
    cpMaxStageDelayCell "a2111oi_0" \
    end_kind "output port" \
    busiest_layer "met2" \
    first_global_vias 45500 \
    met1_usage 0.405 \
    largestRegisters "Reg_File x1024" \
    clock-sinks 1024 \
    use_met3 0.219 \
    seqPwrFrac 0.480 \
    crit_chain "buf_2 > buf_4 > buf_4 > nor3_2 > buf_4 > a22oi_1 > nand4_1 > a2111oi_0 > a21oi_1 > clkdlybuf4s50_1" \
    ctsResizeCount 0 \
    p_comb_frac 0.153 \
    clockRootBuffer "clkbuf_16" \
    ys_seq_frac 0.492 \
    syn-cell-area_um2 52000 \
    report.final.slew_viol_count 2 \
    hold_violations 0 \
    die_x_um 418 \
    io_pins 114 \
    overflow 0 \
    worst_slack_ns 1.09 \
    chipArea_um2 175000 \
    ff_type "dfrtp_1" \
    swShare 0.301 \
    drive_above_1_share 0.355 \
    period_minus_slack_ns 8.21 \
    ff2ff_setup_slack_ns 8.35 \
    gp_congestion 1.09 \
    netSwitchingPower_mw 3.92 \
    ant_nets 0 \
    crit_top_cell "buf_4" \
    final_area_um2 61000 \
    synth-edff-count 0 \
    fp-row-count 152 \
    min_period_over_period 0.883 \
    ys_cells 4451 \
    antenna_found_initial 32 \
]
routing by layer:
metal / share of wire / wire [µm]
met5: 0.0030 / 870
met4: 0.091 / 26600
met3: 0.17 / 49700
met2: 0.40 / 117000
met1: 0.34 / 99700
logic make-up (layout without fill, tap and decap cells):
kind of cell,Yosys count,after routing,synth area share
compound gates,1077,1077,0.153
simple gates,795,795,0.0759
other cells,0,21,0
buf+inv,440,619,0.0383
mux,1115,1115,0.240
flops,1024,1024,0.492
power by group through the flow:
stage                 Clock (mW)  Sequential, mW  Combinational [mW]
final                       4.78            6.24                2.00
after global routing        4.97            6.31                2.10
after CTS                   4.81            6.19                1.95
Yosys cell counts (43+ instances only):
cell type	instances	share of area
a21oi_1	98	0.0094
a22o_1	48	0.0081
clkbuf_1	193	0.014
nand4_1	101	0.012
mux2_2	1038	0.22
nor3_1	71	0.0068
nor2_1	176	0.013
nand3_1	56	0.0054
dfrtp_1	1024	0.49
o21ai_0	45	0.0043
buf_2	166	0.016
a22oi_1	702	0.10
buf_1	43	0.0031
mux2i_1	66	0.013
nand2_1	226	0.016
final cells by class:
cell class	count	area (µm²)
Multi-Input combinational cell	2987	25000
Clock buffer	163	3320
Timing Repair Buffer	405	3470
Fill cell	16800	111000
Antenna cell	21	52.6
Sequential cell	1024	25600
Tap cell	2310	2890
Inverter	7	26.3
Clock inverter	44	589
stage by stage:
stage           util  std cells
2_1_floorplan      -       4451
3_5_place_dp   0.332       6733
4_1_cts        0.354       6940
5_1_grt        0.354       6946
3_3_place_gp   0.332       6733
6_report       0.355       6961
worst max-delay path: cells and delay by family:
family | cells | cell delay, ns
buffers and inverters | 5 | 2.17
and+or+nand+nor | 2 | 0.43
AOI/OAI and AO/OA | 3 | 1.81
final timing paths:
kind	from	end	cells past startpoint
setup / recovery	A2[0]	RD2[24]	10
hold / removal	Reg_File[7][20]	Reg_File[7][20]	1
setup reg to reg	Reg_File[28][17]	Reg_File[28][17]	1
hold reg to reg	Reg_File[7][20]	Reg_File[7][20]	1
max in group asynchronous	RST	Reg_File[12][11]	3
min in group asynchronous	RST	Reg_File[30][26]	1
Power figures rest on the tool's default switching activity, not on a simulated workload.
