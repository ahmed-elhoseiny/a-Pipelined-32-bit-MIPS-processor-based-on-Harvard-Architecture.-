[design/flow/run.sh]
#!/bin/bash
# OpenROAD 26Q1-2900-gdf79404cd8, Yosys 0.63+post, stock flow scripts
make -C /OpenROAD-flow-scripts/flow DESIGN_CONFIG=/design/flow/config.mk WORK_HOME=/design/flow/orfs finish
[design/flow/config.mk]
export PLATFORM = sky130hd
export DESIGN_NAME = Memory_stage
export DESIGN_NICKNAME = Memory_stage
export VERILOG_FILES = /design/flow/design.v
export SDC_FILE = /design/flow/constraint.sdc
export NUM_CORES = 4
export LEC_CHECK = 1
export CORE_UTILIZATION = 30
[design/flow/constraint.sdc]
current_design Memory_stage

set clk_period 54.1
set clk_io_pct 0.2

create_clock -name clk0 -period $clk_period [get_ports {CLK}]

set non_clock_inputs [all_inputs -no_clocks]
set_input_delay [expr $clk_period * $clk_io_pct] -clock clk0 $non_clock_inputs
set_output_delay [expr $clk_period * $clk_io_pct] -clock clk0 [all_outputs]
[design/flow/design.v]
module Data_Memory #(
parameter WIDTH =32 ,
          DEPTH =100 ,
          Test_Value_width =16 
) (
input     wire   [WIDTH-1:0]            A,
input     wire   [WIDTH-1:0]            WD,
input     wire                          WE,
input     wire                          CLK,RST,
output    wire   [WIDTH-1:0]            RD,
output    wire   [Test_Value_width-1:0] Test_Value
);
reg		[WIDTH-1:0] 	RAM		[0:DEPTH-1] ;
integer k ;
always @(posedge CLK or negedge RST) 
begin
    if (!RST) 
    begin
        for ( k=0 ; k<=(DEPTH-1) ; k=k+1) 
        begin
            RAM[k] <= 'b0;
        end
    end else if (WE) 
    begin
        RAM[A] <= WD;
    end 
end
assign Test_Value = RAM[32'd0][Test_Value_width-1:0];
assign RD = RAM[A];
endmodule
module Memory_stage #(
parameter   ALUOut_width = 32 ,
            WriteData_width = 32 ,
            WriteReg_width = 5 ,
            ReadDat_width = 32 ,
            Test_Value_width =16 
) (
input wire                                   RegWriteM,
input wire                                   MemtoRegM,
input wire                                   MemWriteM,
input wire                                   CLK, RST,
input wire      [ALUOut_width-1:0]           ALUOutM,
input wire      [WriteData_width-1:0]        WriteDataM,
input wire      [WriteReg_width-1:0]         WriteRegM,
output wire                                  RegWriteM,
output wire                                  MemtoRegM,
output wire                                  MemWriteM,
output wire     [ReadDat_width-1:0]          ReadDataM,
output wire     [ALUOut_width-1:0]           ALUOutM,
output wire     [WriteReg_width-1:0]         WriteRegM,
output wire     [Test_Value_width-1:0]       Test_Value_M
);
Data_Memory #(
                .WIDTH(ALUOut_width),
                .DEPTH(100),
                .Test_Value_width(Test_Value_width) 
             ) Data_Memory_U1
(
.A(ALUOutM),
.WD(WriteDataM),
.WE(MemWriteM),
.CLK(CLK),
.RST(RST),
.RD(ReadDataM),
.Test_Value(Test_Value_M)
);
endmodule
==> impl_metrics.toml <==
# flow metrics
[logic_synthesis]
ys_chip_area_mm2 = 0.1401
async_reset_ff_frac = 1.000
xor_area_frac = 0
netlist_area_mm2 = 0.1401
synth_top_area_share = 0.5716
largest_area_cell = "dfrtp_1"
synthAoiAreaFrac = 0.1002
yosys.area_share.simple = 0.03183
area_leaders = "dfrtp_1 57%, mux2_2 24%, a22oi_1 5.6%"
synth_area_per_cell_um2 = 13.67
syn_inst = 10250
ys_ff = 3200
postSynthSeqShare = 0.5716
synth_cell_types = 78
synthMuxAreaShare = 0.2625
flop_cell = "dfrtp_1"
edf_count = 0
netlist_logic_family_top = "multiplexers"
fa_ha_area_frac = 0
ys_cells = 10250
synth-warning-count = 2

[cts]
cts_root_buf = "clkbuf_16"
cts_inserted_buffers = 342
cts_resized = 0
ctsHoldBuffers = 0
clockBufferDepth = 4
post_cts_buffers = 0
ctsHtreeMaxLevel = 5
numClockSinks = 3200

[floorplan]
fp.dieW_um = 685.4
fp_util = 0.3018
rows = 250
die.size.y_um = 685.4
num_io_pins = 122

[global_route]
grt_start_max_net_pins = 119

[placement]
io_buffer_count = 81
dp_hpwl_um = 438600
gp_congestion = 1.030

[status]
stop_error = "[ERROR RSZ-0074] Failed to build tree from global routes for pin 'MemWriteM' and net 'MemWriteM' at grid (369150, 679650): found route to 96 pins, expected 95"
stop_stage = "global routing"
status = "did not finish"

[final_timing]
untimed_endpoints = 40
cells by family after synthesis:
group           Yosys count
flops                  3200
compound gates         1849
simple gates            859
mux                    3271
buf+inv                1070
through the flow:
stage | instances | cell area, um^2 | hold slack [ns] | utilization | setup slack, ns
2_1_floorplan | 10250 | 140100 | 0.4585 | - | 30.56
3_3_place_gp | 15970 | 149400 | 0.4681 | 0.3218 | 27.61
3_5_place_dp | 15970 | 149400 | 0.4798 | 0.3218 | 27.60
4_1_cts | 16590 | 160900 | 0.4936 | 0.3466 | 27.62
cell usage after synthesis (7+ instances only):
cell       count
mux2_1       264
buf_1        202
a31oi_1       43
nor2_2        21
nor3_1        61
buf_4         42
nand4_1      107
nor2b_1       10
o2111ai_1      8
o221ai_1       7
dfrtp_1     3200
o211ai_1      21
nand2_1      262
mux2_2      2963
a32oi_1       15
o21ai_0       38
a222oi_1     101
o22a_1        11
o32a_1        15
a22o_1       142
a32o_1         7
clkbuf_1     437
a22oi_1     1050
buf_2        373
buf_6         14
a221oi_1     108
and3_1        19
mux2i_1       44
nand3_1       65
o22ai_1      122
nor2_1       163
nor4_1        59
a21oi_1      115
or4_1         15
